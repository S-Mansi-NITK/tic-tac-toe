<file path="/design/flow/design.v">
module sseg_display (
    input [3:0] hex,
    output reg [6:0] seg
    );
    always @*
    begin
        case(hex)
            4'h0: seg[6:0] = 7'b1000000;     
            4'h1: seg[6:0] = 7'b1111001;     
            4'h2: seg[6:0] = 7'b0100100;     
            4'h3: seg[6:0] = 7'b0110000;     
            4'h4: seg[6:0] = 7'b0011001;     
            4'h5: seg[6:0] = 7'b0010010;     
            4'h6: seg[6:0] = 7'b0000010;     
            4'h7: seg[6:0] = 7'b1111000;     
            4'h8: seg[6:0] = 7'b0000000;     
            4'h9: seg[6:0] = 7'b0010000;     
            4'ha: seg[6:0] = 7'b0001000;     
            4'hb: seg[6:0] = 7'b0000011;     
            4'hc: seg[6:0] = 7'b1000110;     
            4'hd: seg[6:0] = 7'b0100001;     
            4'he: seg[6:0] = 7'b0000110;     
            default: seg[6:0] = 7'b0001110;  
        endcase
    end
endmodule
</file>
<file path="/design/flow/run.sh">
#!/bin/bash
# OpenROAD 26Q1-2900-gdf79404cd8, Yosys 0.63+post, stock flow scripts
make -C /OpenROAD-flow-scripts/flow DESIGN_CONFIG=/design/flow/config.mk WORK_HOME=/design/flow/orfs finish
</file>
<file path="/design/flow/config.mk">
export PLATFORM = sky130hd
export DESIGN_NAME = sseg_display
export DESIGN_NICKNAME = sseg_display
export VERILOG_FILES = /design/flow/design.v
export SDC_FILE = /design/flow/constraint.sdc
export NUM_CORES = 4
export LEC_CHECK = 1
export CORE_AREA = 10 10 70 70
export DIE_AREA = 0 0 80 80
</file>
<file path="/design/flow/constraint.sdc">
current_design sseg_display

set clk_period 2.0
set clk_io_pct 0.2

create_clock -name clk0 -period $clk_period

set non_clock_inputs [all_inputs -no_clocks]
set_input_delay [expr $clk_period * $clk_io_pct] -clock clk0 $non_clock_inputs
set_output_delay [expr $clk_period * $clk_io_pct] -clock clk0 [all_outputs]
</file>
==> Slide: Implementation Results <==
Key Metrics from the Run

CTS
  • Hold_buf cts: 0

Place
  • PortBufs: 11
  • Dpl ws: -0.7079 ns
  • Detailed Place HPWL: between 600 and 700 microns
  • GP Congestion: between 0.8 and 0.9
  • DP Cell Count: between 90 and 100

Critical path
  • Worst Setup Start Kind: input pin
  • Worst Setup End Kind: output pin
  • Req. time, crit path: 1.60 ns
  • CP most frequent cell: buf_4
  • Slowest stage delay, CP: between 0.4 and 0.5 ns
  • CP Buf/Inv Count: 3
  • Critical path cell sequence: buf_4 > buf_4 > ha_2 > mux4_2 > clkdlybuf4s15_1
  • Critical setup path kind: input pin to output pin
  • Worst Path Max Fanout: 5
  • Slowest cell on the critical path: mux4_2
  • WP data arrival: 1.53 ns
  • Critical path depth in cells: 5
  • CP delay by family, top: buffers and inverters

STA
  • Final worst path period need: 1.929 ns
  • Fin. Hold Viols: 0
  • Fin crit share: 96.44%
  • Slew @ Worst Pin: approximately 0.15 ns
  • Finish-stage setup viols: 0
  • Max_slew headroom: between 80% and 90%
  • Fmax: 0.5184 GHz
  • Total Neg Setup Slack: 0 ns
  • Fin worst setup slack: 0.07114 ns
  • RSZ-0062 raised after global routing: false
  • Max Slew Vio Count: 0

Synth
  • Yosys Instances: 32
  • Synthesized instance count: 32
  • YS chip area: approximately 280 sq um
  • Comb area leader: adder cells
  • AND/OR/NAND/NOR Cells, Area Fraction: 14.55%
  • Largest cells by area: ha_1, mux2i_1, mux4_1
  • Xor+xnor area frac: 0%
  • Post-synth top area cell: ha_1
  • YS warnings: 1
  • Fa+ha+maj area frac: a little under a third
  • Avg Inst Size Synth: 8.602 sq um
  • Post-Syn Area: 275.3 sq um
  • Seq/Total Area, Yosys: 0%
  • Yosys cell types: 15
  • Mux share: 28.18%
  • Post-synth top area share: 31.82%
  • Compound Share, Synth: between 15 and 20%

Hold path
  • Hold Path Stages: 5
  • Hold Path Class: input pin to output pin

Detailed routing
  • Initial drt markers: 4
  • Routed Antenna Nets: 0
  • DRT Wirelength: 777 microns
  • Routed len/inst: 7.848 microns
  • Drt drc: 0
  • DR vias/cell: 2.899
  • Drt first pass iters: 3
  • ANT cells: 0
  • Via count: 287

Pwr
  • Static Leak: between 0.2 and 0.3 nW
  • VDD IR max: 0.02088 mV
  • Power density over cell area: 170.2 nW/um^2

GRT
  • Largest net degree at the start of global routing: 7
  • Vias in the first global route: 287
  • Antenna violations before repair: 0
  • All-layer global routing usage: 2.382%
  • First-pass GRT wire length: 1324 microns
  • Grt ovf: 0

Run status
  • Status: completed

Run
  • Max cap viols: 0
  • Log Warnings: 39

Finish
  • Multi-input gate area: 264.0 sq um
  • Layout fillers: 384
  • Clock buffer count: 0
  • Final cell count without fillers: approximately 99
  • FF+latch count: 0
  • Area added between synthesis and finish: 90.45%
  • Share of cells above drive strength 1: 45.28%
  • Flop area: 0 sq um

Floorplan
  • Core region area: 3416 sq um
  • Pre-Place Util: under 10%
  • # rows: 21
  • Die Area: 6400 sq um
  • IO Count: 11
  • Die Span Y: 80 microns
  • Chip width: 80 microns
==> kinds of logic (layout without fill, tap and decap cells) <==
group | count (synthesis) | in the layout
simple gates | 8 | 8
fa+ha+maj | 7 | 7
compound gates | 6 | 6
buf+inv | 5 | 26
mux | 6 | 6
==> Yosys cell counts <==
| cell | number |
|---|---|
| or3b_1 | 1 |
| inv_1 | 3 |
| nand2_1 | 1 |
| mux4_1 | 1 |
| a21oi_1 | 1 |
| mux2_2 | 1 |
| nor2_1 | 5 |
| mux2i_1 | 4 |
| buf_6 | 1 |
| o21ai_0 | 2 |
| ha_1 | 7 |
| a32o_1 | 1 |
| and2b_2 | 1 |
| a22o_1 | 2 |
| buf_2 | 1 |
==> timing repair <==
item,CTS,global route
pin swaps,4,3
resized,31,4
endpoints found under the setup margin,7,4
gates cloned,1,0
buffers inserted,0,1
==> metrics by stage <==
step | cell area, sq um | hold WS (ns) | util [%] | power [W]
3_3_place_gp | 501.7 | 1.894 | 14.69 | 0.00009107
5_1_grt | 524.3 | 1.410 | 15.35 | 0.0001006
6_report | 524.3 | 1.332 | 15.35 | 0.00008921
2_1_floorplan | 275.3 | 0.9001 | - | 0.00003642
4_1_cts | 515.5 | 1.384 | 15.09 | 0.00008939
3_5_place_dp | 501.7 | 1.876 | 14.69 | 0.00009131
==> worst paths after layout <==
check  startpoint      to  slack (ns)
min        hex[0]  seg[4]        1.33
max        hex[0]  seg[3]        0.07
==> metal layers <==
metal | GRT usage [%] | wire [microns]
met1 | 2.713 | 313
met2 | 4.655 | 397
met3 | 0.4545 | 67
met4 | 0 | 0
met5 | 0 | 0
==> placed cells by master, fill, tap and decap left out <==
cell type | Yosys | layout
or3b_1 | 1 | 1
a32o_1 | 1 | 1
a22o_1 | 2 | 2
mux4_2 | 0 | 1
buf_2 | 1 | 3
ha_1 | 7 | 4
a21oi_1 | 1 | 1
dlymetal6s2s_1 | 0 | 1
o21ai_1 | 0 | 2
mux2_2 | 1 | 1
nand2_1 | 1 | 1
and2b_2 | 1 | 1
clkdlybuf4s15_1 | 0 | 2
mux2i_1 | 4 | 4
buf_6 | 1 | 2
nor2_2 | 0 | 1
ha_4 | 0 | 1
dlygate4sd2_1 | 0 | 5
buf_4 | 0 | 10
nor2_1 | 5 | 4
inv_4 | 0 | 1
inv_2 | 0 | 1
ha_2 | 0 | 2
inv_1 | 3 | 1
==> layout make-up <==
class                           instances  share of cell area (%)
Inverter                                3                   2.625
Multi-Input combinational cell         27                   50.36
Tap cell                               46                   10.98
Timing Repair Buffer                   23                   36.04
==> where the power goes <==
group	internal [W]	switching, W
registers	0	0
clock network	0	0
logic	0.0000545	0.0000347
Power is estimated from default activity; no workload was simulated.
