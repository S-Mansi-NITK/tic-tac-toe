File: design/flow/design.v
module counter_n
#(parameter BITS = 20)
    (
    input clk,
    input rst,
    output tick,
    output [BITS - 1 : 0] q
    );
    reg [BITS - 1 : 0] rCounter = 0;
    always @ (posedge clk, posedge rst)
        if (rst)
            rCounter <= 0;
        else
            rCounter <= rCounter + 1;
    assign q = rCounter;
    assign tick = (rCounter == 2 ** BITS - 1) ? 1'b1 : 1'b0;
endmodule
module keypad_top(
    input clk,
    inout [7:0] JA,
	 output [1:0]gnd,  vcc,
    output [3:0] key,
    output [3:0] an
    );
    assign an = 4'b1110;
	 assign gnd = 2'b00;
	 assign vcc = 2'b11;
    pmod_keypad keypad(
        .clk(clk), 
        .col(JA[3:0]), 
        .row(JA[7:4]), 
        .key(key)
    );
endmodule
module pmod_keypad(
    input clk,
    input [3:0] row,
    output reg [3:0] col,
    output reg [3:0] key
    );
    localparam BITS = 20;
    localparam ONE_MS_TICKS = 100000000 / 1000;
    localparam SETTLE_TIME = 100000000 / 1000000;
    wire [BITS - 1 : 0] key_counter;
    reg rst = 1'b1;
    counter_n #(.BITS(BITS)) c1(
        .clk(clk),
        .rst(rst),
        .q(key_counter)
    );
    always @ (posedge clk)
    begin
        case (key_counter)
            0:
                rst <= 1'b0;
            ONE_MS_TICKS:
                col <= 4'b0111;
            ONE_MS_TICKS + SETTLE_TIME:
            begin
                case (row)
                    4'b0111:
                        key <= 4'b0001;  
                    4'b1011:
                        key <= 4'b0100;  
                    4'b1101:
                        key <= 4'b0111;  
                    4'b1110:
                        key <= 4'b0000;  
                endcase
            end
            2 * ONE_MS_TICKS:
                col <= 4'b1011;
            2 * ONE_MS_TICKS + SETTLE_TIME:
            begin
                case (row)
                    4'b0111:
                        key <= 4'b0010;  
                    4'b1011:
                        key <= 4'b0101;  
                    4'b1101:
                        key <= 4'b1000;  
                    4'b1110:
                        key <= 4'b1111;  
                endcase
            end
            3 * ONE_MS_TICKS:
                col <= 4'b1101;
            3 * ONE_MS_TICKS + SETTLE_TIME:
            begin
                case (row)
                    4'b0111:
                        key <= 4'b0011;  
                    4'b1011:
                        key <= 4'b0110;  
                    4'b1101:
                        key <= 4'b1001;  
                    4'b1110:
                        key <= 4'b1110;  
                endcase
            end
            4 * ONE_MS_TICKS:
                col <= 4'b1110;
            4 * ONE_MS_TICKS + SETTLE_TIME:
            begin
                case (row)
                    4'b0111:
                        key <= 4'b1010;  
                    4'b1011:
                        key <= 4'b1011;  
                    4'b1101:
                        key <= 4'b1100;  
                    4'b1110:
                        key <= 4'b1101;  
                endcase
                rst <= 1'b1;
            end     
        endcase
    end
endmodule
File: design/flow/run.sh
#!/bin/bash
# OpenROAD 26Q1-2900-gdf79404cd8, Yosys 0.63+post, stock flow scripts
make -C /OpenROAD-flow-scripts/flow DESIGN_CONFIG=/design/flow/config.mk WORK_HOME=/design/flow/orfs finish
File: design/flow/config.mk
export PLATFORM = sky130hd
export DESIGN_NAME = keypad_top
export DESIGN_NICKNAME = keypad_top
export VERILOG_FILES = /design/flow/design.v
export SDC_FILE = /design/flow/constraint.sdc
export NUM_CORES = 4
export LEC_CHECK = 1
export CORE_UTILIZATION = 40
File: design/flow/constraint.sdc
current_design keypad_top

set clk_period 2.3
set clk_io_pct 0.2

create_clock -name clk0 -period $clk_period [get_ports {clk}]

set non_clock_inputs [all_inputs -no_clocks]
set_input_delay [expr $clk_period * $clk_io_pct] -clock clk0 $non_clock_inputs
set_output_delay [expr $clk_period * $clk_io_pct] -clock clk0 [all_outputs]
==> impl.org <==
#+TITLE: Implementation results

** Global route
- Entering global routing, the biggest net connects 21 pins.

** Placed design
- Input/output buffers :: 4
- Pre-CTS setup slack :: -0.0180 ns
- Per the detailed placement report, the placed cell area equals 1740 µm².
- For this run the detailed placement stage logged an HPWL of ~2100 µm.
- At the end of routability-driven placement, the weighted congestion stood at approximately 0.96.
- Including well taps, the total number of placed cells is roughly 210.

** Synth
- Seq share, synth :: between 40% and 50%
- Summing every instance area after synthesis gives roughly 1700 µm².
- Largest area contributor in the synthesized netlist :: dfrtp_1
- Synth warnings :: 2
- The main area contributors are dfrtp_1 30%, edfxtp_1 16%, xnor2_1 7.3%, nand3_1 4.5%, xor2_1 4.2%.
- EDFF count, synth :: 9
- Looking at the cell usage after synthesis, the top flip-flop cell is dfrtp_1.
- Per the synthesis report, the single largest cell type by area occupies between 20% and 30% of cell area.
- #FFs+latches synth :: 29
- Counting flops with an async set or reset pin after synthesis yields a share of 69.0%.
- Count of mapped cells out of synthesis :: ~160
- The synthesized netlist has a Yosys-reported chip area of about 1700 µm².
- Yosys cell count :: about 160
- Post-Synthesis Mean Instance Area :: 10.5 µm²
- The synthesized netlist contains ~44 unique library cells.

** CTS
- Level count of the clock H-tree :: 2
- Clock tree synthesis selected as its root buffer the cell clkbuf_8.
- CTS saw 29 sinks.
- Total CTS buffers :: 5
- Maximum count of clock buffers along a single path :: 2
- Buffers inserted to repair hold after CTS numbered 0.

** Die
- The floorplan step set the die width to 66.9 µm.
- Before placement the cells fill 41.9% of the core.
- Die extent in y :: 66.9 µm
- After floorplanning, the core was divided into 23 placement rows.
- Boundary Pins :: 21

** Run status
- Status :: stopped before the end
- The run ended at global routing (5_1_grt).
- Error that halted the flow :: [ERROR RSZ-0074] Failed to build tree from global routes for pin 'JA[7]' and net 'JA[7]' at grid (31050, 3450): found route to 8 pins, expected 7

** Final timing
- Endpoints left unconstrained :: 4
-- stage by stage --
step           power (µW)  TNS, ns
2_1_floorplan         588        0
3_3_place_gp          585        0
3_5_place_dp          585   -0.120
4_1_cts               981        0
-- timing repair --
| item | in CTS |
|---|---|
| pin swaps | 4 |
| endpoints found under the setup margin | 9 |
| resized | 4 |
| setup buffers | 1 |
-- synthesized netlist by cell type, types with 2 or more instances --
master,count
clkbuf_1,2
conb_1,2
ha_1,2
nor4bb_1,4
xnor2_1,14
buf_6,2
xor2_1,8
dfrtp_1,20
edfxtp_1,9
nor2_1,8
a21oi_1,4
buf_4,8
or4_2,2
inv_1,5
nand4b_1,3
nor4_1,3
and4_1,2
and3b_1,2
nand4_1,3
or2b_2,2
nand2_1,10
nor3_1,5
and3_1,3
or3_1,3
nand3_1,15
-- kinds of logic after synthesis --
| family | Yosys count | synth area share (%) |
|---|---|---|
| muxes | 1 | 0.890 |
| AOI/OAI and AO/OA | 10 | 4.08 |
| DFF | 29 | 45.7 |
| buffers and inverters | 20 | 8.83 |
| xor gates and xnor gates | 22 | 11.4 |
| and+or+nand+nor | 74 | 27.2 |
| other | 2 | 0.445 |
| adders and majority gates | 2 | 1.48 |
Power figures rest on the tool's default switching activity, not on a simulated workload.
